<file path="./design.v">
module bcd_ctr (input clk,reset,
                 output reg [3:0]out
  );    
  always@(posedge clk)
    begin
      if(reset)
        out=4'b0000;
      else begin
        out=out+1;
        if(out==4'b1010)
          out=4'b0000;
      end
    end
endmodule
</file>
<file path="./run.sh">
#!/bin/bash
# OpenROAD 26Q1-2900-gdf79404cd8, Yosys 0.63+post, stock flow scripts
make -C /OpenROAD-flow-scripts/flow DESIGN_CONFIG=/design/flow/config.mk WORK_HOME=/design/flow/orfs finish
</file>
<file path="./config.mk">
export PLATFORM = sky130hd
export DESIGN_NAME = bcd_ctr
export DESIGN_NICKNAME = bcd_ctr
export VERILOG_FILES = /design/flow/design.v
export SDC_FILE = /design/flow/constraint.sdc
export NUM_CORES = 4
export LEC_CHECK = 1
export CORE_AREA = 10 10 70 70
export DIE_AREA = 0 0 80 80
</file>
<file path="./constraint.sdc">
current_design bcd_ctr

set clk_period 1.1
set clk_io_pct 0.2

create_clock -name clk0 -period $clk_period [get_ports {clk}]

set non_clock_inputs [all_inputs -no_clocks]
set_input_delay [expr $clk_period * $clk_io_pct] -clock clk0 $non_clock_inputs
set_output_delay [expr $clk_period * $clk_io_pct] -clock clk0 [all_outputs]
</file>
==> run summary <==
impl run done, here's what came out: outcome=finished, violations left, failing checks=negative setup slack, internal reg-to-reg setup slack=-60 ps, VDD IR max=0.000181 V, Critical Path Source Type=flop, sw power=123 uW, Slew Limit Headroom=86.3%, YS warnings=1, Sw Share=between 20% and 30%, post-DP HPWL=449 um, count of filler cells inserted in the layout=388, Placed Cells=between 70 and 80, part of the Yosys area used for sequential elements=39.0%, power share of the sequential group=about 34%, CTS buffer count=3, tool warnings=28, Critical-path top delay cell=dfxtp_4, Crit path largest cell delay=330 ps, die width=~80 um, Max-Cap Viols=0, most area-consuming cells after synthesis=dfxtp_1, ha_1, nor2_1, Final setup viols=2, Leakage=0.000192 uW, Latency at later pin=240 ps, top cells by count=dfxtp_1, nor2_1, ha_1, inv_1, most frequent cell after synthesis=dfxtp_1, vias in the first global route=273, share of cells above drive strength 1=57.5%, Worst-Margin Slew=204 ps, Worst Path Required=1260 ps, Ports=6, largest net degree at the start of global routing=6, Int Pwr=359 uW, routed wire length=~650 um, Fmax=approximately 860 MHz, cycle use final=105%, RSZ-0062 raised after global routing=yes, final worst path period need=approximately 1200 ps, Hold Crit Start=out[3]$_SDFF_PP0_, root buf cell=clkbuf_4, Tot GR Track Use=2.01%, async set-reset flop share out of synthesis=0%, design area=464 sq um, initial antenna violation count=0, area delta synth->final=126%, Hold Path Class=reg -> reg, CP Capture Type=flop, Worst-path clk slew=approximately 40 ps, number of flops mapped to enable cells by yosys=0, Synth Area per Inst=slightly above 9 sq um, FP Core Util=roughly 6.0%, drt via density=around 2.8, hold depth=2, routed length per placed instance=7.60 um, Core ar.=3420 sq um, Synth cell types=15, DRC viols=0, area leader, netlist=dfxtp_1, DRT antenna net count=0, fin. max-slew vios=0, critical path cell sequence=buf_6, ha_4, nor2_2, a221o_1, a21oi_2, maximum clock insertion buffer count=2, Post-synth regs=4, yosys cell count=22, Syn Inst Count=22, Port Buf Inserts=5, Worst Skew=3.59 ps, Largest register FFs=4, CP arrival=1320 ps, yosys stat area=205 sq um, Final Hold Viols=0, routed via count=between 200 and 250, ys flop type=dfxtp_1, end of the worst register-to-register path=out[3]$_SDFF_PP0_, # H-tree levels=1, first-pass GRT wire length=1100 um, reg2reg start=out[0]$_SDFF_PP0_, Die Ht=about 80 um, fin cells=around 86, drt first pass iters=4, crit path kind=reg -> reg, placer congestion estimate=0.698, pwr dens=1040 nW/um^2, Area leader share=39.0%, Comb power frac=between 20% and 30%, Worst R2R Path Depth=5, crit-path max FO=5, CTS tree=built, final worst slack=-57.3 ps, GR Overflow Total=0, row count=21, clock sinks=4, Die ar.=6400 sq um, Clock power frac=38.1%, Hold Crit Endpoint=out[1]$_SDFF_PP0_, # diodes=0, Iteration-0 DRC Markers=27, Area after DPL=roughly 360 sq um, Mapped Area=205 sq um
-- metrics by stage --
stage          worst slack [ps]  hold slack, ps  power (uW)  TNS, ps  utilization, %
2_1_floorplan              9.38             292         206        0               -
3_3_place_gp              -85.8             558         257     -196            10.7
3_5_place_dp              -97.4             564         259     -278            10.7
4_1_cts                    -146             547         485     -223            13.2
5_1_grt                    -103             574         520     -221            13.6
6_report                  -57.3             545         482    -80.7            13.6
-- layer usage --
layer,GRT usage [%],share of wire (%),up-vias
met1,1.99,39,116
met3,0.341,2.6,2
met4,1.41,2.9,0
li1,-,-,118
met5,0,0,-
met2,3.69,55,7
-- what timing repair did --
item | in CTS | in global routing
setup endpoints to repair | 7 | 4
pin swaps | 1 | 0
buffers inserted | 4 | 1
resized | 16 | 3
hold buffers | 0 | 0
-- power groups by stage --
stage	clock (uW)	sequential (uW)	combinational (uW)
CTS	195	164	126
global route	208	166	146
finish	184	164	134
-- worst max path at each step --
stage                startpoint                 to  slack, ps  depth (start not counted)
CTS           out[3]$_SDFF_PP0_             out[3]       -150                          1
finish        out[0]$_SDFF_PP0_  out[3]$_SDFF_PP0_        -60                          5
global route  out[0]$_SDFF_PP0_  out[3]$_SDFF_PP0_       -100                          5
-- cell usage in the layout (no fill, tap or decap), drive strengths merged --
cell type      instances
buf                   10
dfxtp                  4
clkbuf                 3
dlygate4sd2            3
nor2                   3
inv                    2
ha                     2
xnor2                  1
a32o                   1
nand3                  1
a221o                  1
a21oi                  1
a21boi                 1
a21o                   1
nand3b                 1
o21ai                  1
a31oi                  1
a311oi                 1
clkdlybuf4s50          1
dlymetal6s2s           1
-- area by class of cell --
cell class | instances | area (sq um) | share of cell area [%]
timing repair buffer | 15 | 131 | 28.3
clock buffer | 3 | 22.5 | 4.85
sequential | 4 | 90.1 | 19.4
inverter | 2 | 7.51 | 1.62
multi-input combinational | 16 | 155 | 33.4
tap | 46 | 57.6 | 12.4
-- cells by family after synthesis --
| logic type | after synthesis | share of synthesized area, % |
|---|---|---|
| AOI/OAI and AO/OA | 8 | 29.3 |
| adders and majority gates | 2 | 12.2 |
| DFF | 4 | 39.0 |
| xor gates and xnor gates | 1 | 4.27 |
| and+or+nand+nor | 5 | 11.6 |
| buffers and inverters | 2 | 3.66 |
-- worst max-delay path, delay by kind of cell (launching register included) --
kind	cells	cell delay, ps
AND-OR/OR-AND	2	410
flip-flops	1	330
adder cells (fa/ha/maj)	1	160
buffers and inverters	1	120
AND/OR/NAND/NOR	1	50
Power and IR drop assume default switching activity.

<file path="/design/flow/design.v">
module bcdToSeven (input wire [3:0] data, output wire a,b,c,d,e,f,g);
  assign a = data[3] | data[2] & data[0] | data[1] | ~data[2] & ~data[0];
  assign b = ~data[2] | ~data[1] & ~data[0] | data[1] & data[0];
  assign c = ~data[1] | data[0] | data[2];
  assign d = ~data[2] & ~data[0] | ~data[2] & data[1] | data[2] & ~data[1] & data[0] | data[1] & ~data[0] | data[3];
  assign e = ~data[2] & ~data[0] | data[1] & ~data[0];
  assign f = ~data[1] & ~data[0] | data[2] & ~data[1] | data[2] & ~data[0] | data[3];
  assign g = ~data[2] & data[1] | data[2] & ~data[1] | data[3] | data[2] & ~data[0];
endmodule
</file>
<file path="/design/flow/run.sh">
#!/bin/bash
# OpenROAD 26Q1-2900-gdf79404cd8, Yosys 0.63+post, stock flow scripts
make -C /OpenROAD-flow-scripts/flow DESIGN_CONFIG=/design/flow/config.mk WORK_HOME=/design/flow/orfs finish
</file>
<file path="/design/flow/config.mk">
export PLATFORM = sky130hd
export DESIGN_NAME = bcdToSeven
export DESIGN_NICKNAME = bcdToSeven
export VERILOG_FILES = /design/flow/design.v
export SDC_FILE = /design/flow/constraint.sdc
export NUM_CORES = 4
export LEC_CHECK = 1
export CORE_AREA = 10 10 70 70
export DIE_AREA = 0 0 80 80
</file>
<file path="/design/flow/constraint.sdc">
current_design bcdToSeven

set clk_period 1.0
set clk_io_pct 0.2

create_clock -name clk0 -period $clk_period

set non_clock_inputs [all_inputs -no_clocks]
set_input_delay [expr $clk_period * $clk_io_pct] -clock clk0 $non_clock_inputs
set_output_delay [expr $clk_period * $clk_io_pct] -clock clk0 [all_outputs]
</file>
==> flow_summary.yaml <==
# implementation run metrics
grt:
  grt_pass1_wl_um: 979
  grt_pass1_vias: 184
  grt.total_usage: 0.0185
  grt_max_degree: 9
  grt_overflow: 0
  antenna_found_initial: 0
power:
  cellPowerDensity_mw_per_mm2: 319
  combinationalPowerShare: 1.000
  p_switching_mw: 0.0455
  seq_power_share: 0
  power.total_mw: 0.111
  ir_worst_vdd_mv: 0.0387
  power_frac_clock: 0
  p_leak_nw: 0.133
  intPower_mw: 0.0651
  sw_frac_of_total: 0.411
finish:
  final_cells: 80
  fin_util: 0.101
  design.seq.count: 0
  final.clkbuf_count: 0
  final_cell_area_um2: 347
  regArea_um2: 0
  syn_to_final_growth_pct: 180
  drive_above_1_share: 0.559
outcome:
  status: "finished with violations"
  violations: "setup timing"
die:
  fp-row-count: 21
  fp_util: 0.0363
  dieHeight_um: 80
  die_w_um: 80
  core-area_mm2: 0.00342
  dieArea_mm2: 0.00640
  pin_count: 11
logic_synthesis:
  netlist_instances: 20
  yosys_warnings: 0
  yosys_area_um2: 124
  synth_area_leader_cell: "ha_1"
  topCellsByArea: "ha_1 20%, xor2_1 14%, nor2b_1 10%"
  netlist_area_um2: 124
  top_cells_by_count: "3 x inv_1, 2 x ha_1, 2 x nor2_1, 2 x nor2b_1, 2 x xor2_1"
  top_cell_area_share: 0.202
  synth_area_per_cell_um2: 6.19
  ys_cells: 20
  yosysUniqueCellTypes: 14
  ys_seq_frac: 0
  top_cell: "inv_1"
clock_network:
  cts_hold_buf: 0
routing:
  drt_wl_total_um: 596
  diodes: 0
  vias: 181
  drc: 0
  routedWlPerCell_um: 7.45
  firstDrtPassIters: 3
  ant_nets: 0
  drt_iter0_drc: 1
  viasPerCell: 2.26
worst_hold_path:
  whs_path_depth: 3
  min_from: "data[2]"
  hold_path.class: "input port to output pin"
  hold_end: "b"
place:
  place.gp.congestion: 0.749
  hpwl_um: 457
  place_area_um2: 309
  port_buffers: 11
  dp_cells: 79
sta:
  setup_viol: 2
  hold_violations: 0
  fmax_mhz: 952
  finalMaxSlewViolations: 0
  fin_crit_ns: 1.05
  final.setup.worst_slack_ns: -0.0509
  fin_setup_tns_ns: -0.0841
  finalCritPeriodShare: 1.05
  worst_slew_pin_slew_ns: 0.179
  slew_headroom: 0.880
  grt_setup_unrepaired: "yes"
worst_setup_path:
  cp.arrival_ns: 0.85
  cp.required_ns: 0.80
  criticalPathCategory: "input port to output pin"
  critPathLaunchType: "input port"
  end_kind: "output pin"
  cp_max_fo: 4
run:
  tool_warnings: 35
  maxCapViolCount: 0
==> kinds of logic after synthesis <==
| logic type | after synthesis | share of synthesized area |
|---|---|---|
| buf+inv | 4 | 0.131 |
| xor+xnor | 2 | 0.141 |
| compound gates | 4 | 0.182 |
| fa+ha+maj | 2 | 0.202 |
| simple gates | 8 | 0.343 |
==> per-layer routing <==
layer / vias up / GRT usage / wire (µm)
met5: - / 0 / 0
met4: 0 / 0 / 0
met3: 0 / 0.00568 / 76
met2: 7 / 0.0313 / 277
met1: 80 / 0.0237 / 242
li1: 94 / - / -
==> power by group through the flow <==
| stage | clock network [mW] | registers [mW] | logic [mW] |
|---|---|---|---|
| CTS | 0 | 0 | 0.103 |
| finish | 0 | 0 | 0.111 |
| global route | 0 | 0 | 0.124 |
==> cell type report <==
class | instances | area [µm²]
fill | 406 | 3070
multi-input combinational | 16 | 146
timing repair buffer | 15 | 131
tap | 46 | 57.6
inverter | 3 | 11.3
==> worst max-delay path, cell delays in order <==
cell,delay (ns)
buf_6,0.10
buf_6,0.12
buf_6,0.10
xor2_1,0.16
nand2_1,0.06
buf_2,0.11
==> worst max-delay path by stage <==
| stage | startpoint | end | slack [ns] | cells after the start |
|---|---|---|---|---|
| CTS | data[1] | b | -0.03 | 6 |
| global route | data[1] | b | -0.08 | 6 |
| finish | data[1] | b | -0.05 | 6 |
==> layout by cell type, fill, tap and decap left out <==
cell             netlist  final
buf_12                 0      1
nand2_1                1      1
nand2b_1               1      1
buf_6                  0      4
xor2_1                 2      2
nand3_1                1      1
o211ai_1               1      1
a21oi_2                0      1
nor2b_1                2      1
inv_2                  0      2
buf_4                  0      1
buf_2                  1      6
nor2_2                 0      1
nor2b_4                0      1
nor3b_1                1      1
nor2_1                 2      1
clkdlybuf4s15_1        0      2
o21ai_1                1      2
dlygate4sd2_1          0      1
ha_4                   0      2
inv_1                  3      1
==> through the flow <==
| step | setup slack, ns | hold WS, ns |
|---|---|---|
| after floorplan | 0.215 | 0.415 |
| after global placement | -0.836 | 1.43 |
| after detailed placement | -0.851 | 1.45 |
| after CTS | -0.0279 | 0.668 |
| after global routing | -0.0807 | 0.666 |
| final | -0.0509 | 0.645 |
==> timing repair <==
| item | in CTS | in global routing |
|---|---|---|
| cloned | 0 | 0 |
| setup buffers | 1 | 0 |
| gates resized | 49 | 5 |
| endpoints found under the setup margin | 7 | 7 |
| pin swaps | 4 | 1 |
No activity file was given, so power comes from the tool's default toggle rates.

File: design/flow/design.v
module fullAdder (input wire A, input wire B, input wire Cin, output wire S, output wire C);
  assign S = Cin^(A^B); 
  assign C = (A&B)|(A&Cin)|(B&Cin);
endmodule
module fourBitFullAdder (input wire [3:0] A, input wire [3:0] B, input wire Cin, output wire [3:0] S, output wire Cout);
  wire [3:0] S_internal;
  wire [3:0] C_internal;
  fullAdder fa0 (.A(A[0]), .B(B[0]), .Cin(Cin), .S(S_internal[0]), .C(C_internal[0]));
  fullAdder fa1 (.A(A[1]), .B(B[1]), .Cin(C_internal[0]), .S(S_internal[1]), .C(C_internal[1]));
  fullAdder fa2 (.A(A[2]), .B(B[2]), .Cin(C_internal[1]), .S(S_internal[2]), .C(C_internal[2]));
  fullAdder fa3 (.A(A[3]), .B(B[3]), .Cin(C_internal[2]), .S(S_internal[3]), .C(C_internal[3]));
  assign S = S_internal;
  assign Cout = C_internal[3];
endmodule
File: design/flow/constraint.sdc
current_design fourBitFullAdder

set clk_period 2.2
set clk_io_pct 0.2

create_clock -name clk0 -period $clk_period

set non_clock_inputs [all_inputs -no_clocks]
set_input_delay [expr $clk_period * $clk_io_pct] -clock clk0 $non_clock_inputs
set_output_delay [expr $clk_period * $clk_io_pct] -clock clk0 [all_outputs]
File: design/flow/run.sh
#!/bin/bash
# OpenROAD 26Q1-2900-gdf79404cd8, Yosys 0.63+post, stock flow scripts
make -C /OpenROAD-flow-scripts/flow DESIGN_CONFIG=/design/flow/config.mk WORK_HOME=/design/flow/orfs finish
File: design/flow/config.mk
export PLATFORM = sky130hd
export DESIGN_NAME = fourBitFullAdder
export DESIGN_NICKNAME = fourBitFullAdder
export VERILOG_FILES = /design/flow/design.v
export SDC_FILE = /design/flow/constraint.sdc
export NUM_CORES = 4
export LEC_CHECK = 1
export CORE_AREA = 10 10 70 70
export DIE_AREA = 0 0 80 80
==> out/results.ini <==
[worst_setup_path]
criticalPathCategory = in2out
path_cells = buf_6 > inv_4 > fa_2 > inv_2 > fa_2 > fa_2 > inv_2 > fa_1 > inv_1 > buf_2
slowest_stage = fa_1
max_stage_delay_ns = 0.39
crit_arrival_ns = 2.07
critPathMostFrequentCell = fa_2
critical_path_required_ns = 1.76
path_max_fanout = 1
startpoint_type = input port
worst_setup_path_end_kind = output pin

[timing]
fmax_mhz = 398
slew_violations = 0
fin_crit_ns = 2.51
tightest_slew_ns = 0.105
rsz0062_at_grt = true
finalSetupViolCount = 2
final-hold-violation-count = 0
relSlewSlack_pct = 93.0
setup_slack_ns = -0.313
finalClockPeriodUsage_pct = 114

[floorplan]
dieArea_um2 = 6400
die-width_um = 80
design.core.area_um2 = 3420
die_y_um = 80
ios = 14
fp_util_pct = 4.32
num_rows = 21

[synth]
ys_types = 3
top_cell_area_share_pct = 54.2
top_cells_by_count = 10 x inv_1, 4 x buf_4, 4 x fa_1
avgSynthCellArea_um2 = 8.20
yosysWarnings = 0
netlist_instances = 18
synth-area-yosys_um2 = 148
topCellsByArea = fa_1 54%, inv_1 25%, buf_4 20%
yosysCellCount = 18
yosysTopAreaCell = fa_1
yosysMostFrequentCell = inv_1
synth_area_um2 = 148
ys_seq_share_pct = 0

[route]
antenna_left = 0
drc = 0
wire_per_inst_um = 7.03
drt-total-wl_um = 520
antenna_cells = 0
drtIter0Drc = 2
first_pass_iters = 2
via_per_inst = 1.64
vias = 121

[finish]
final_cells = 74
clkbuf_count = 0
area.growth.synth_to_final_pct = 112
ff_count = 0
fill_cells = 409
finalInstanceArea_um2 = 313
drive_above_1_share_pct = 50.0
register_area_um2 = 0

[grt]
antenna_found_initial = 0
grt_pass1_wl_um = 731
grt_pass1_vias = 141
grtUsageTotal_pct = 1.53
grt_max_degree = 2
gr-total-overflow = 0

[power]
vdd_drop_max_v = 0.0000210
power_mw = 0.0572
powerDensity_nw_per_um2 = 183
leakagePower_nw = 0.141

[clock_network]
postCtsSetupRepairBufs = 0
cts_hold_buf = 0

[run]
warning_count = 35
cap_violations = 0

[status]
outcome = finished with violations
violations = negative setup slack

[place]
dp_hpwl_um = 526
place_congestion = 0.675
dp_cells = 74
io_buffers = 14
placed_area_um2 = 320

[worst_hold_path]
min_path_type = in2out

cell families (layout without fill, tap and decap cells):
kind of cell             Yosys count  count (layout)  synth area share, %
adder cells (fa/ha/maj)            4               4                 54.2
buffers and inverters             14              24                 45.8
where the power goes:
group | switching (mW) | internal, mW
registers | 0 | 0
logic | 0.0207 | 0.0365
clock network | 0 | 0
total | 0.0207 | 0.0365
cells in the final DEF, fill, tap and decap left out:
cell type,synthesis,final
inv_2,0,3
clkdlybuf4s50_1,0,5
inv_1,10,5
dlygate4sd2_1,0,3
fa_1,4,1
fa_2,0,3
buf_2,0,2
buf_6,0,3
inv_4,0,2
clkbuf_2,0,1
timing repair:
item | 4_1_cts | 5_1_grt
gates cloned | 0 | 0
endpoints found under the setup margin | 5 | 3
pin swaps | 4 | 4
resized | 30 | 4
critical path: cells and delay by family:
kind	cells	cell delay, ns
fa+ha+maj	4	1.25
buf+inv	6	0.39
cell type report:
| type | instances | area [um^2] | area share [%] |
|---|---|---|---|
| inverters | 10 | 42.5 | 13.6 |
| multi-input cells | 4 | 87.6 | 28.0 |
| well taps | 46 | 57.6 | 18.4 |
| repair buffers | 14 | 125 | 40.0 |
final timing paths:
| kind | from | endpoint | depth (start not counted) |
|---|---|---|---|
| worst max-delay path | Cin | S[3] | 10 |
| worst min-delay path | B[1] | S[1] | 3 |
metal layers:
metal | vias up | part of all wire, % | GRT usage (%)
met5 | - | 0 | 0
met4 | 0 | 0 | 0
met3 | 0 | 23 | 1.59
met2 | 9 | 38 | 2.25
met1 | 52 | 39 | 1.61
li1 | 60 | - | -
stage by stage:
stage / utilization, % / setup TNS, ns / hold WS [ns] / setup WS, ns
floorplan: - / -0.182 / 1.11 / -0.182
global route: 9.16 / -0.604 / 1.53 / -0.390
global placement: 9.38 / -3.51 / 1.96 / -1.05
finish: 9.16 / -0.435 / 1.50 / -0.313
CTS: 9.01 / -0.745 / 1.50 / -0.393
detailed placement: 9.38 / -3.51 / 1.96 / -1.06
Power figures rest on the tool's default switching activity, not on a simulated workload.
